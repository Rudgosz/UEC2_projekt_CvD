[/design/flow/config.mk]
export PLATFORM = sky130hd
export DESIGN_NAME = draw_rectangle_dog
export DESIGN_NICKNAME = draw_rectangle_dog
export VERILOG_FILES = /design/flow/design.v
export SDC_FILE = /design/flow/constraint.sdc
export NUM_CORES = 4
export LEC_CHECK = 1
export CORE_UTILIZATION = 40
[/design/flow/constraint.sdc]
current_design draw_rectangle_dog

set clk_period 4.5
set clk_io_pct 0.2

create_clock -name clk0 -period $clk_period [get_ports {clk}]

set non_clock_inputs [all_inputs -no_clocks]
set_input_delay [expr $clk_period * $clk_io_pct] -clock clk0 $non_clock_inputs
set_output_delay [expr $clk_period * $clk_io_pct] -clock clk0 [all_outputs]
[/design/flow/design.v]
package vga_pkg;
    localparam HOR_PIXELS       = 1024;
    localparam VER_PIXELS       = 768;
    localparam TOTAL_HOR_PIXELS = 1344;
    localparam TOTAL_VER_PIXELS = 806;
    localparam HBLANK_START     = 1024;
    localparam HBLANK_END       = 1344;
    localparam HSYNC_START      = 1048;
    localparam HSYNC_END        = 1184;
    localparam VBLANK_START     = 768;
    localparam VBLANK_END       = 806;
    localparam VSYNC_START      = 771;
    localparam VSYNC_END        = 777;
endpackage
module draw_rectangle_dog (
    input  logic        clk,
    input  logic        rst,
    input  logic        space,
    output logic [9:0]  throw_force,
    vga_if.vga_in       vga_in,
    vga_if.vga_out      vga_out
);
    localparam X_START     = 876;
    localparam Y_START     = 400;
    localparam Y_END       = 421; 
    localparam MAX_WIDTH   = 128;
    localparam integer STEP_INTERVAL = 1_234_177;
    localparam BORDER_THICKNESS = 3;
    logic [9:0]  rect_width;
    logic [31:0] step_counter;
    logic        space_prev;
    logic        rectangle_on;
    logic [11:0] rgb_rectangle;
    always_ff @(posedge clk) begin
        if (rst) begin
            rect_width   <= 0;
            step_counter <= 0;
            throw_force  <= 0;
            space_prev   <= 0;
        end else begin
            space_prev <= space;
            if (space) begin
                if (rect_width < MAX_WIDTH) begin
                    if (step_counter >= STEP_INTERVAL) begin
                        rect_width   <= rect_width + 1;
                        step_counter <= 0;
                    end else begin
                        step_counter <= step_counter + 1;
                    end
                end
            end else begin
                rect_width   <= 0;
                step_counter <= 0;
            end
            if (space_prev && !space) begin
                throw_force <= rect_width;
            end
        end
    end
    always_comb begin
        if (space &&
            vga_in.hcount >= X_START && vga_in.hcount < (X_START + rect_width) &&
            vga_in.vcount >= Y_START && vga_in.vcount < Y_END) begin
            rectangle_on  = 1;
            rgb_rectangle = 12'hF00;
        end else if (space && (
                (vga_in.hcount >= (X_START - BORDER_THICKNESS) &&
                vga_in.hcount <  (X_START + MAX_WIDTH + BORDER_THICKNESS) &&
                vga_in.vcount >= (Y_START - BORDER_THICKNESS) &&
                vga_in.vcount <  Y_START) ||
                (vga_in.hcount >= (X_START - BORDER_THICKNESS) &&
                vga_in.hcount <  (X_START + MAX_WIDTH + BORDER_THICKNESS) &&
                vga_in.vcount >= Y_END &&
                vga_in.vcount <  (Y_END + BORDER_THICKNESS)) ||
                (vga_in.vcount >= (Y_START - BORDER_THICKNESS) &&
                vga_in.vcount <  (Y_END + BORDER_THICKNESS) &&
                vga_in.hcount >= (X_START - BORDER_THICKNESS) &&
                vga_in.hcount <  X_START) ||
                (vga_in.vcount >= (Y_START - BORDER_THICKNESS) &&
                vga_in.vcount <  (Y_END + BORDER_THICKNESS) &&
                vga_in.hcount >= (X_START + MAX_WIDTH) &&
                vga_in.hcount <  (X_START + MAX_WIDTH + BORDER_THICKNESS))
        )) begin
            rectangle_on  = 1;
            rgb_rectangle = 12'h000;
        end else begin
            rectangle_on  = 0;
            rgb_rectangle = vga_in.rgb;
        end
    end
    assign vga_out.hcount = vga_in.hcount;
    assign vga_out.vcount = vga_in.vcount;
    assign vga_out.hsync  = vga_in.hsync;
    assign vga_out.vsync  = vga_in.vsync;
    assign vga_out.hblnk  = vga_in.hblnk;
    assign vga_out.vblnk  = vga_in.vblnk;
    assign vga_out.rgb = rectangle_on ? rgb_rectangle : vga_in.rgb;
endmodule
[/design/flow/run.sh]
#!/bin/bash
# OpenROAD 26Q1-2900-gdf79404cd8, Yosys 0.63+post, stock flow scripts
make -C /OpenROAD-flow-scripts/flow DESIGN_CONFIG=/design/flow/config.mk WORK_HOME=/design/flow/orfs finish
==> impl.org <==
* Implementation run

** Status
- Outcome :: complete, no violations

** Logic synthesis
- Mux cell area share after synthesis :: 1.25%
- Cell with the most instances after synthesis :: sky130_fd_sc_hd__dfxtp_1
- Yosys Chip Area :: 2400 sq um
- Area of the mapped netlist :: 2400 sq um
- The cell count after synthesis came out at 279.
- The cell type that accounts for the most area after synthesis is sky130_fd_sc_hd__dfxtp_1.
- The share of the Yosys chip area taken by registers is 44.3%.
- After synthesis, the share of flip-flops with an asynchronous set or reset is 0%.
- Warnings, synthesis :: 29
- Top cell area share :: 44.3%
- Leading post-synthesis cells by cell area :: sky130_fd_sc_hd__dfxtp_1 44%, sky130_fd_sc_hd__nand2_1 6.9%, sky130_fd_sc_hd__xor2_1 6.2%
- Post-synthesis adder-cell area fraction :: 2.09%
- In this run the mean area of a mapped cell was 8.59 sq um.
- The synthesized netlist devotes 8.04% of its cell area to XOR and XNOR gates.
- The synthesized design contains 0 enable-type register cells.
- In this run, synthesis produced a sequential element count of 53.
- Count of cell types in the netlist :: 45
- In the synthesized netlist, the cells that appear most often are 53 x sky130_fd_sc_hd__dfxtp_1, 44 x sky130_fd_sc_hd__nand2_1, 36 x sky130_fd_sc_hd__nor2_1.
- The most used flip-flop cell after synthesis is sky130_fd_sc_hd__dfxtp_1.
- Dominant kind of combinational cell :: simple AND/OR/NAND/NOR gates
- Count of instantiated cells in the yosys netlist :: 279
- Compound-gate portion of the synthesized area :: 10.8%
- Simple-gate share of the synthesized area :: 30.5%

** CTS
- As reported, the later end of the worst-skew pair has a clock insertion delay of 0.30 ns.
- Once the clock tree was built, the setup fixing pass inserted 0 buffers.
- # resized after CTS :: 0
- H-Tree Level Count :: 2
- Per the CTS log, the root buffer master is sky130_fd_sc_hd__clkbuf_8.
- According to the CTS report, the clock sink count is 53.
- Clock tree from TritonCTS :: yes
- The longest clock path from root to sink contains 2 buffers.
- The registers of the reported paths see a clock transition of 0.09 ns.
- In this run, post-CTS hold repair placed 0 buffers.
- In this run, CTS created clock tree buffers numbering 5.

** Floorplanning
- The share of the core area taken by cells at floorplan is 42.5%.
- The floorplan step defined a die boundary enclosing 6300 sq um.
- Top-Level Pins :: 13
- The report lists the number of standard-cell rows as 27.
- Die Width :: 79.4 microns
- Measured along the y axis, the die boundary spans 79.4 microns.
- According to the floorplan report, the placeable core area is 5640 sq um.

** Layout
- Filler cells :: 532
- Share of layout cells above drive strength 1 :: 6.48%
- In this run the layout overhead on the synthesized area is reported as 11.5%.
- Layout Utilization :: 47.4%

** Global routing
- After global routing the overflow that remains totals 0.
- Total global-route track usage over all layers is 15.5%.
- The first global-routing pass estimated 7.69 mm of wire.
- The number of global-route vias before repair was 1,643.
- Maximum number of pins on one net before global-route repair :: 30
- The number of antenna violations at the first check in global routing is 0.

** Worst setup path
- The critical path's slowest stage uses the library cell sky130_fd_sc_hd__clkdlybuf4s50_1.
- The setup path with the least slack is of type in -> reg.
- CP max FO :: 29
- STA puts the critical path data required time at 4.72 ns.
- For this run, the slowest stage of the critical path takes 0.58 ns.
- Setup crit end kind :: flip-flop
- Arrival time at the worst endpoint :: 2.95 ns
- Grouping stages by cell kind, the critical path spends the most delay in buffers and inverters.
- The cell sequence reported for the critical path is clkdlybuf4s50_1 > nand2b_1 > inv_1 > nand3_2 > a21oi_1.
- Number of buffer and inverter instances along the worst setup path :: 2
- STA classifies the critical path startpoint as a primary input.

** Final timing
- After routing, the total negative slack on setup checks comes to 0 ns.
- The final hold violation count recorded for this run is 0.
- Post-route worst hold slack :: 0.456 ns
- Clock Skews :: 0.00559 ns
- From the final report, the count of setup violators was given as 0.
- Highest achievable clock rate :: 367 MHz
- Headroom to the max-slew limit came out at 46.7%.
- Minimum setup slack in the final design :: 1.78 ns
- Final tally of max-slew violations :: 0
- Setup repair after global routing left no endpoint under its margin.
- Final critical-path share of the clock period :: 60.5%
- For the finished layout, the period the worst path requires is 2.72 ns.
- Actual slew at the worst max-slew pin :: 0.793 ns

** Route
- DRT Wirelength :: 4.42 mm
- Via-per-instance ratio :: 5.15
- Diodes inserted :: 0
- Once detail routing completed, the nets flagged for antenna violations numbered 0.
- Number of optimization iterations in the first detailed-route pass :: 4
- Wire length per cell :: 12.1 microns
- Number of vias after detailed routing :: 1,880
- Once iteration 0 of detailed routing completed, the report listed 66 DRC markers.
- DRC violation count after routing :: 0

** Power and ir drop
- Per the power-grid run, VDD falls by no more than 0.176 mV.
- The power report lists cell-internal power as 0.614 mW.
- The design draws 0.775 mW.
- Clock group share of total power :: 37.0%
- The flow reports that combinational logic draws 2.2% of the design power.
- Of the total power, the share spent switching nets is 20.7%.
- Power density over the cells :: 290 nW/um^2
- Sequential Power Share :: 60.8%
- Leak pwr :: 0.885 nW
- The analysis attributes to net switching a power of 0.161 mW.

** Min path
- Tightest Hold Check Type :: reg -> reg

** Place
- After legalization and detailed placement, the total HPWL measured 3.19 mm.
- Placer Congestion :: 0.865
- Prior to clock tree synthesis, the placed netlist has a worst setup slack of 1.45 ns.
- Number of port buffers :: 12

** Run
- Reported max-cap violation count :: 0
- Total tool warning count :: 27
power groups by stage:
stage                 Sequential [mW]  Clock, mW  Combinational (mW)
after global routing            0.472      0.320              0.0199
final                           0.471      0.286              0.0172
after CTS                       0.471      0.299              0.0175
sequential cells by signal, indices dropped and copies added (netlist names):
signal	cells
rect_width	10
space_prev	1
step_counter	32
throw_force	10
per-stage QoR:
| stage | cells | instance area, sq um |
|---|---|---|
| 6_report | 365 | 2670 |
| 5_1_grt | 365 | 2670 |
| 4_1_cts | 365 | 2670 |
| 3_5_place_dp | 357 | 2570 |
| 3_3_place_gp | 357 | 2570 |
| 2_1_floorplan | 279 | 2400 |
final timing paths:
check	start	end	slack (ns)	depth (start not counted)
worst max register to register	step_counter[1]	step_counter[20]	2.16	7
worst min-delay path	throw_force[3]	throw_force[3]	0.46	2
worst min register to register	throw_force[3]	throw_force[3]	0.46	2
worst max-delay path	rst	step_counter[20]	1.78	5
kinds of logic after synthesis:
group	count (synthesis)
AND/OR/NAND/NOR	144
flip-flops	53
AND-OR/OR-AND	39
XOR/XNOR	22
buffers and inverters	14
adder cells (fa/ha/maj)	4
multiplexers	3
cells in the final DEF (no fill, tap or decap), drive strengths merged, types with 4 or more instances in the layout:
master and instances:
dfxtp 53, nand2 44, nor2 37, a21oi 20, xor2 17, nand3 14
nand4 12, clkdlybuf4s50 12, nor3 7, clkbuf 7, inv 6, nand2b 5
xnor2 5, nor4 5, a21o 4, and4 4, and2 4, o21a 4
ha 4
layer usage:
metal  wire, microns  part of all wire [%]  track usage [%]
met3             110                   2.5             2.32
met4              67                   1.5             2.18
met5               0                     0                0
met2            1910                    43             23.3
met1            2340                    53             24.7
cell type report:
class / count / area (sq um) / share of cell area (%)
multi-input combinational: 212 / 1260 / 47.2
timing repair buffer: 14 / 135 / 5.06
clock inverter: 1 / 5.00 / 0.187
sequential: 53 / 1060 / 39.7
inverter: 6 / 22.5 / 0.843
clock buffer: 7 / 96.3 / 3.60
tap: 72 / 90.1 / 3.37
worst min-delay path: stages, from the launching register on:
cell and delay (ns):
sky130_fd_sc_hd__dfxtp_1 0.32, sky130_fd_sc_hd__nand2_1 0.05, sky130_fd_sc_hd__a21oi_1 0.05
No activity file was given, so power comes from the tool's default toggle rates.
