**/design/flow/run.sh**
```bash
#!/bin/bash
# OpenROAD 26Q1-2900-gdf79404cd8, Yosys 0.63+post, stock flow scripts
make -C /OpenROAD-flow-scripts/flow DESIGN_CONFIG=/design/flow/config.mk WORK_HOME=/design/flow/orfs finish
```
**/design/flow/config.mk**
```make
export PLATFORM = sky130hd
export DESIGN_NAME = draw_rectangle_cat
export DESIGN_NICKNAME = draw_rectangle_cat
export VERILOG_FILES = /design/flow/design.v
export SDC_FILE = /design/flow/constraint.sdc
export NUM_CORES = 4
export LEC_CHECK = 1
export CORE_UTILIZATION = 50
```
**/design/flow/constraint.sdc**
```tcl
current_design draw_rectangle_cat

set clk_period 3.4
set clk_io_pct 0.2

create_clock -name clk0 -period $clk_period [get_ports {clk}]

set non_clock_inputs [all_inputs -no_clocks]
set_input_delay [expr $clk_period * $clk_io_pct] -clock clk0 $non_clock_inputs
set_output_delay [expr $clk_period * $clk_io_pct] -clock clk0 [all_outputs]
```
**/design/flow/design.v**
```verilog
package vga_pkg;
    localparam HOR_PIXELS       = 1024;
    localparam VER_PIXELS       = 768;
    localparam TOTAL_HOR_PIXELS = 1344;
    localparam TOTAL_VER_PIXELS = 806;
    localparam HBLANK_START     = 1024;
    localparam HBLANK_END       = 1344;
    localparam HSYNC_START      = 1048;
    localparam HSYNC_END        = 1184;
    localparam VBLANK_START     = 768;
    localparam VBLANK_END       = 806;
    localparam VSYNC_START      = 771;
    localparam VSYNC_END        = 777;
endpackage
module draw_rectangle_cat (
    input  logic        clk,
    input  logic        rst,
    input  logic        space,
    output logic [9:0]  throw_force,
    vga_if.vga_in      vga_in,
    vga_if.vga_out      vga_out
);
    localparam X_START     = 20;
    localparam Y_START     = 400;
    localparam Y_END       = 421; 
    localparam MAX_WIDTH   = 128;
    localparam integer STEP_INTERVAL = 1_234_177;
    localparam BORDER_THICKNESS = 3;
    logic [9:0]  rect_width;
    logic [31:0] step_counter;
    logic        space_prev;
    logic        rectangle_on;
    logic [11:0] rgb_rectangle;
    always_ff @(posedge clk) begin
        if (rst) begin
            rect_width   <= 0;
            step_counter <= 0;
            throw_force  <= 0;
            space_prev   <= 0;
        end else begin
            space_prev <= space;
            if (space) begin
                if (rect_width < MAX_WIDTH) begin
                    if (step_counter >= STEP_INTERVAL) begin
                        rect_width   <= rect_width + 1;
                        step_counter <= 0;
                    end else begin
                        step_counter <= step_counter + 1;
                    end
                end
            end else begin
                rect_width   <= 0;
                step_counter <= 0;
            end
            if (space_prev && !space) begin
                throw_force <= rect_width;
            end
        end
    end
    always_comb begin
        if (space &&
            vga_in.hcount >= X_START && vga_in.hcount < (X_START + rect_width) &&
            vga_in.vcount >= Y_START && vga_in.vcount < Y_END) begin
            rectangle_on  = 1;
            rgb_rectangle = 12'hF00;
        end else if (space && (
                (vga_in.hcount >= (X_START - BORDER_THICKNESS) &&
                vga_in.hcount <  (X_START + MAX_WIDTH + BORDER_THICKNESS) &&
                vga_in.vcount >= (Y_START - BORDER_THICKNESS) &&
                vga_in.vcount <  Y_START) ||
                (vga_in.hcount >= (X_START - BORDER_THICKNESS) &&
                vga_in.hcount <  (X_START + MAX_WIDTH + BORDER_THICKNESS) &&
                vga_in.vcount >= Y_END &&
                vga_in.vcount <  (Y_END + BORDER_THICKNESS)) ||
                (vga_in.vcount >= (Y_START - BORDER_THICKNESS) &&
                vga_in.vcount <  (Y_END + BORDER_THICKNESS) &&
                vga_in.hcount >= (X_START - BORDER_THICKNESS) &&
                vga_in.hcount <  X_START) ||
                (vga_in.vcount >= (Y_START - BORDER_THICKNESS) &&
                vga_in.vcount <  (Y_END + BORDER_THICKNESS) &&
                vga_in.hcount >= (X_START + MAX_WIDTH) &&
                vga_in.hcount <  (X_START + MAX_WIDTH + BORDER_THICKNESS))
        )) begin
            rectangle_on  = 1;
            rgb_rectangle = 12'h000;
        end else begin
            rectangle_on  = 0;
            rgb_rectangle = vga_in.rgb;
        end
    end
    assign vga_out.hcount = vga_in.hcount;
    assign vga_out.vcount = vga_in.vcount;
    assign vga_out.hsync  = vga_in.hsync;
    assign vga_out.vsync  = vga_in.vsync;
    assign vga_out.hblnk  = vga_in.hblnk;
    assign vga_out.vblnk  = vga_in.vblnk;
    assign vga_out.rgb = rectangle_on ? rgb_rectangle : vga_in.rgb;
endmodule
```
==> Slide: Implementation Results <==
Physical Implementation Snapshot

Outcome
  – Status: completed

Route
  – Final WL: ~4500 um
  – Detailed-route wire length per cell: 13.1 um
  – Routed Antenna Nets: 0
  – DRC: 0
  – ANT cells: 0
  – Vias per Instance: 5.49
  – Drt pass-1 iters: 4
  – Via count: ~1900
  – DRT iter0 DRCs: 83

Clock network
  – CTS tree: built
  – Post-CTS setup buffers: 0
  – Post-CTS resize count: 0
  – Clock sinks: 53
  – Total CTS buffers: 5
  – # H-tree levels: 2
  – Clock latency on the worst-skew pair: about 0.30 ns
  – Max Root-Sink Buffers: 2
  – Root Buffer: clkbuf_8
  – CTS Hold Bufs: 0
  – Clk slew on worst S/H paths: 0.09 ns

Place
  – IO buf count: 12
  – Post-Place Worst Slack: 0.915 ns
  – Gpl congestion: a little under 0.8
  – Post-DP HPWL: 3140 um
  – Placed instance count: 338

Floorplanning
  – Die X: 71.2 um
  – Fp_density: a little over half
  – I/O pins: 13
  – Core area: 4470 sq um
  – Die area: 5070 sq um
  – FP Rows: 24
  – Die height: 71.2 um

Global route
  – GRT Total Usage: 20.1%
  – First-pass GRT wire length: 8110 um
  – Antenna violations before repair: 0
  – Largest net degree at the start of global routing: 30
  – Remaining global-route overflow: 0
  – Vias in the first global route: approximately 1900

Setup path
  – CP delay by family, top: buffers and inverters
  – Slowest cell delay on critical path: 0.68 ns
  – Worst EP required: about 3.6 ns
  – Worst setup SP type: input pin
  – Number of stages on the worst setup path: 6
  – Reg2Reg Depth: 6
  – Buf/Inv on CP: 3
  – Critical path type: in -> reg
  – Critical Path AT: 2.37 ns
  – Highest-delay cell along the critical path: clkdlybuf4s50_1
  – Crit-path cells: clkdlybuf4s50_1, nand2b_1, inv_1, nand3_2, buf_4, nor2_1
  – Worst-path fanout max: 29
  – Critical Path End Type: flop

Finish
  – Final Non-Filler Cells: 346
  – Area growth, synth to finish: 12.2%
  – Share of layout cells above drive strength 1: 6.80%

Synthesis
  – Top-area cell share: 44.3%
  – Yosys warnings: 29
  – Most common cell in the netlist: dfxtp_1
  – Synth Cell Area: 2400 sq um
  – Ys flops: 53
  – Biggest area cells: dfxtp_1 (44%), nand2_1 (6.9%), xor2_1 (6.2%)
  – Mapped Avg Cell Area: between 8 and 9 sq um
  – Mapped Cells: 279
  – Seq/Total Area, Yosys: 44.3%
  – Library cells used by synthesis: ~45
  – Area leader, netlist: dfxtp_1
  – Cells in synth_stat.txt: 279
  – Synth Flop Type: dfxtp_1
  – Yosys stat chip area: 2400 sq um
  – EDFF count, synth: 0
  – Ys async rst share: 0%
  – Commonest cells post-synth: dfxtp_1 (53), nand2_1 (44), nor2_1 (36)

STA
  – Slew Viols, Final: 0
  – Worst-Margin Slew: 0.710 ns
  – Clk_skew: about 0.0072 ns
  – Slack of the critical path: 1.22 ns
  – Fin crit period: 2.18 ns
  – Period utilization: 64.0%
  – Unrepaired setup endpoints after global routing: no
  – Final hold vios: 0
  – Final setup fails: 0
  – Maximum operating frequency: ~0.46 GHz
  – Setup_tns: 0 ns
  – Slew margin rel.: 52.3%

Power
  – LEAKAGE: 0.000903 uW
  – Power, Total: 1140 uW
  – Switching share of power: 19.0%
  – Power per cell area: 424 nW/um^2
  – Sw Pwr: 217 uW
  – Internal power: between 900 and 1000 uW
  – VDD IR max: 0.000324 V
  – Logic pwr share: 2.1%
  – Flop pwr share: a little over half
  – Clock share of power: 43.1%

Run
  – OpenROAD warning count: 28
  – Max cap viols: 0

Hold path
  – Worst min-delay path category: reg -> reg
  – WHS Path Cells: 2
power by group through the flow:
stage / logic [uW] / clock network (uW) / registers (uW)
finish: 24.0 / 491 / 624
global route: 27.3 / 533 / 624
CTS: 24.1 / 503 / 624
final timing paths:
| check | from | slack, ns | to |
|---|---|---|---|
| hold reg to reg | throw_force[2]$_SDFFE_PP0P_ | 0.46 | throw_force[2]$_SDFFE_PP0P_ |
| hold / removal | throw_force[2]$_SDFFE_PP0P_ | 0.46 | throw_force[2]$_SDFFE_PP0P_ |
| setup reg to reg | step_counter[0]$_SDFFE_PP0P_ | 1.34 | step_counter[30]$_SDFFE_PP0P_ |
| setup / recovery | rst | 1.22 | step_counter[2]$_SDFFE_PP0P_ |
sequential cells by signal, indices dropped and copies added (netlist names):
signal / flops
space_prev: 1
throw_force: 10
step_counter: 32
rect_width: 10
routing by layer:
layer | GRT usage, % | up-vias | wire (um)
li1 | - | 995 | -
met1 | 31.0 | 871 | 2310
met2 | 32.1 | 26 | 2010
met3 | 2.85 | 8 | 152
met4 | 3.11 | 0 | 55
met5 | 0 | - | 0
tightest hold or removal path, delay by kind of cell (launching register included):
family,cells,cell delay [ns]
flip-flops,1,0.32
AND/OR/NAND/NOR,1,0.05
AND-OR/OR-AND,1,0.05
cell families after synthesis:
group	after synthesis	share of synthesized area, %
buf+inv	14	3.03
xor+xnor	22	8.04
simple gates	144	30.5
mux	3	1.25
fa+ha+maj	4	2.09
flops	53	44.3
compound gates	39	10.8
area by class of cell:
class | instances | area (sq um)
clock buffer | 5 | 68.8
inverter | 6 | 22.5
clock inverter | 3 | 65.1
tap | 52 | 65.1
fill | 391 | 1790
sequential | 53 | 1060
multi-input combinational | 212 | 1260
timing repair buffer | 15 | 143
per-stage QoR:
stage	area, sq um	util (%)	hold slack, ns
5_1_grt	2690	60.1	0.492
3_5_place_dp	2550	57.1	0.451
2_1_floorplan	2400	-	0.422
6_report	2690	60.1	0.464
3_3_place_gp	2550	57.1	0.447
4_1_cts	2690	60.1	0.467
layout by cell type, fill, tap and decap left out, drive strengths merged, types with 3 or more instances in the layout:
cell           Yosys  routed
clkbuf             3       5
mux2i              3       3
and4               4       4
nor2              37      37
nand2b             5       5
inv                6       6
nor4               5       5
dfxtp             53      53
xor2              17      17
nor3               7       7
nand4             12      12
and2               4       4
clkdlybuf4s50      0      12
buf                5       3
o21a               4       4
a21oi             20      20
nand2             44      44
a21o               4       4
ha                 4       4
o2111ai            3       3
xnor2              5       5
nand3             14      14
Power is estimated from default activity; no workload was simulated.
